## design.v

```verilog
`timescale 1ns / 1ps
module subfilter #(parameter NR_STAGES = 32,
				parameter DWIDTH = 16,
				parameter DDWIDTH = 2*DWIDTH,
				parameter CWIDTH = NR_STAGES * DWIDTH)
				(input  clk,
				input  rst,
				output req_in,
				input  ack_in,
				input  signed [0:DWIDTH-1] data_in,
				output req_out,
				input  ack_out,
				output signed [0:DWIDTH-1] data_out,
				input  [0:CWIDTH-1] h_in);
	reg req_out_buf;
	assign req_out = req_out_buf;
	reg req_in_buf;
	assign req_in = req_in_buf;
	reg signed [0:DWIDTH-1] sum;
	assign data_out = sum;
	reg signed [0:DWIDTH-1] input_buf [0:NR_STAGES-1];
	reg signed [0:DDWIDTH-1] last_calc;
	reg signed [0:DDWIDTH-1] calc_buf;
	reg [0:5] i;
	reg [0:5] count;
	reg f;
	always @(posedge clk) begin
		if (rst) begin
			req_in_buf <= 0;
			req_out_buf <= 0;
			sum <= 0;
			count <= 0;
			f <= 0;
		end
		else begin
			if (req_in && ack_in) begin
				req_in_buf <= 0;
				req_out_buf <= 0;
				calc_buf <= 0;
				last_calc <= 0;
				count <= 0;
				f <= 0;
				for(i = 0; i < NR_STAGES - 1; i = i + 1) begin
					input_buf[i + 1] <= input_buf[i]; 
				end
				input_buf[0] <= data_in;
			end
			if (req_out && ack_out) begin
				req_out_buf <= 0;
			end
			if (!req_in && !req_out && !ack_in && !ack_out) begin
				if(count == NR_STAGES) begin
					sum <= calc_buf[0:DWIDTH-1];
					req_in_buf <= 1;
					req_out_buf <= 1;
				end
				else begin
					if (f) begin
						f <= 0;
						count <= count + 1;
						calc_buf <= calc_buf + last_calc;
					end
					else begin
						f <= 1;
						last_calc <= input_buf[count] * $signed(h_in[count * DWIDTH +: DWIDTH]);
					end
				end
			end
		end
	end
endmodule
```

## run.sh

```bash
#!/bin/bash
# OpenROAD 26Q1-2900-gdf79404cd8, Yosys 0.63+post, stock flow scripts
make -C /OpenROAD-flow-scripts/flow DESIGN_CONFIG=/design/flow/config.mk WORK_HOME=/design/flow/orfs finish
```

## config.mk

```make
export PLATFORM = sky130hd
export DESIGN_NAME = subfilter
export DESIGN_NICKNAME = subfilter
export VERILOG_FILES = /design/flow/design.v
export SDC_FILE = /design/flow/constraint.sdc
export NUM_CORES = 4
export LEC_CHECK = 1
export CORE_UTILIZATION = 50
```

## constraint.sdc

```tcl
current_design subfilter

set clk_period 44.7
set clk_io_pct 0.2

create_clock -name clk0 -period $clk_period [get_ports {clk}]

set non_clock_inputs [all_inputs -no_clocks]
set_input_delay [expr $clk_period * $clk_io_pct] -clock clk0 $non_clock_inputs
set_output_delay [expr $clk_period * $clk_io_pct] -clock clk0 [all_outputs]
```

==> Implementation_results.wiki <==
== Run summary ==
{| class="wikitable"
! Metric !! Value
|-
| Number of buffers added for setup after CTS || 0
|-
| Number of detailed-route iterations in the first pass || 6
|-
| Achievable Freq || 59.0 MHz
|-
| TritonCTS clock tree || done
|-
| Arrival time at the worst endpoint || 17.34 ns
|-
| Via count || 27,243
|-
| Longest individual stage delay on the worst path || 1.07 ns
|-
| Pin count of the biggest net entering global routing || 74
|-
| Most area-hungry cell type in the Yosys netlist || edfxtp_1
|-
| Wire length of the first global-routing pass || 194 mm
|-
| Effective utilization at floorplan || 50.7%
|-
| Min-delay worst type || register to register
|-
| Post-detailed-route wirelength per cell || 29.6 um
|-
| Most frequent cells in the layout || edfxtp_1, clkdlybuf4s50_1, inv_1
|-
| Area growth from synthesis to layout || 23.0%
|-
| Maximum fanout count along the critical path || 17
|-
| Fraction of registers with async set or reset after synthesis || 0%
|-
| Critical Path Start Type || primary input
|-
| Gpl congestion || 1.11
|-
| Number of antenna violations at the first check in global routing || 23
|-
| Number of levels in the clock H-tree || 2
|-
| GRT Overall Usage || 38.6%
|-
| Skew-Pair Late Insertion Delay || 0.64 ns
|-
| Worst-case headroom to the max-slew limit || 9.37%
|-
| Count of buffer and inverter cells on the critical path || 4
|-
| Max-cap check violation count || 0
|-
| Category of the critical setup timing path || primary input to register
|-
| Hold_ws || 0.410 ns
|-
| Residual overflow from global routing || 0
|-
| Number of instances resized during post-cts repair || 0
|-
| Synthesis area per yosys || 37,900 um2
|-
| Final critical-path required period || 16.94 ns
|-
| Largest voltage drop on the vdd net || 0.105 mV
|-
| Post-CTS Hold Buffers || 0
|-
| Most common cell on crit path || fa_1
|-
| Number of routed nets with antenna violations || 0
|-
| Yosys top cell area share || 45.7%
|-
| Setup WS post-layout || 27.76 ns
|-
| Critical path data required time || 45.10 ns
|-
| Number of failing setup endpoints in the final timing report || 0
|-
| RSZ-0062 raised after global routing || false
|-
| Kind of cell with the highest combined delay on the critical path || adder cells
|-
| Via count normalized by instance count || 6.12
|-
| Die width || 277 um
|-
| DRC Markers || 0
|-
| Half-perimeter wire length after placement || 99.8 mm
|-
| Distinct cell type count after synthesis || 75
|-
| Count of state elements after synthesis || 601
|-
| Top logic cell by instance count in the layout || edfxtp_1
|-
| Crit-path cells || clkdlybuf4s50_1 -> mux4_2 -> mux4_2 -> nand2_1 -> a21oi_1 -> nand2_1 -> fa_1 -> inv_1 -> fa_1 -> fa_1 -> fa_1 -> fa_1 -> inv_1 -> fa_1 -> inv_1 -> ha_1 -> a21o_1 -> nor4_1 -> o21ai_0 -> a32oi_1 -> o21ai_2 -> o311a_1 -> or3_1 -> a31o_1
|-
| Total standard cell area after synthesis || 37,900 um2
|-
| Final hold violations || 0
|-
| Post-synthesis cell count from yosys || 2,875
|-
| Vias in the first global route || 29,901
|-
| Placement row count || 100
|-
| Master cell of the clock root buffer || clkbuf_16
|-
| Share of power burned in the clock network || 19.9%
|-
| Switching share of power || 40.3%
|-
| Placeable core region || 74,700 um2
|-
| Gate power share || 55.3%
|-
| 1st-iter DRT viols || 1,531
|-
| Metal3 WL || 17.5 mm
|-
| Final TNS setup || 0 ns
|-
| Cell types with the largest area share after synthesis || edfxtp_1, fa_1, mux4_2
|-
| Warnings from Yosys || 2
|-
| Final worst-path cycle share || 37.9%
|-
| Number of warning messages in the logs || 30
|-
| Switching component of the power || 1060 uW
|-
| Layout filler cell count || 5,422
|-
| Met1 wire length || 41.7 mm
|-
| Ratio of total power to cell area || 56.4 nW/um2
|-
| Most used flip-flop cell after synthesis || edfxtp_1
|-
| Die ar. || 76,900 um2
|-
| Pre-CTS worst setup slack || 27.12 ns
|-
| Tightest Pin Transition || 1.36 ns
|-
| Routed Wire Length || 131 mm
|-
| Sequential group share of total power || 24.8%
|-
| Clock-pin slew on the worst setup and hold paths || 0.07 ns
|-
| Slowest-stage cell, CP || a21oi_1
|-
| Buffers on Ports || 549
|-
| Kind of end point of the critical path || register
|-
| Static leakage power || 0.0173 uW
|-
| Pwr Total || 2630 uW
|-
| Sinks on the clock net || 601
|-
| Status || complete, no violations
|-
| Share of cells above drive strength 1 || 11.1%
|-
| Top-level port count || 550
|-
| Internal portion of total power || 1570 uW
|-
| CTS Buf Count || 58
|-
| Clock Tree Buf Depth || 3
|-
| Number of synthesized flops with an enable pin || 576
|-
| Mean Syn Cell Area || 13.2 um2
|-
| WL met2 || 61.3 mm
|-
| Sequential share of the synthesized area || 47.0%
|-
| Clk_skew || 0.0457 ns
|-
| Count of pins over their slew limit || 0
|-
| Die Y-Extent || 277 um
|-
| Gate count after technology mapping || 2,875
|-
| Highest routed metal layer || met5
|}
[metal layers]
| layer | track usage (%) | vias up |
|---|---|---|
| met1 | 46.8 | 13435 |
| met4 | 23.4 | 24 |
| met5 | 0.813 | - |
| met3 | 20.6 | 320 |
| met2 | 56.2 | 1698 |
| li1 | - | 11766 |
[cells by family (layout without fill, tap and decap cells)]
logic type	after synthesis	in the layout	share of synthesized area, %
compound gates	531	531	10.3
xor+xnor	54	54	1.25
fa+ha+maj	382	382	17.9
other cells	0	9	0
simple gates	674	674	8.72
mux	166	166	9.68
flops	601	601	47.0
buf+inv	467	1064	5.21
[path summary, 6_finish.rpt]
| kind | cells past startpoint | slack, ns | from | to |
|---|---|---|---|---|
| hold / removal | 0 | 0.41 | input_buf[7][9]$_DFFE_PP_ | input_buf[8][9]$_DFFE_PP_ |
| setup reg to reg | 25 | 34.51 | count[4]$_SDFF_PP0_ | last_calc[1]$_DFFE_PN_ |
| setup / recovery | 24 | 27.76 | h_in[27] | last_calc[1]$_DFFE_PN_ |
| hold reg to reg | 0 | 0.41 | input_buf[7][9]$_DFFE_PP_ | input_buf[8][9]$_DFFE_PP_ |
[synthesized netlist by cell type (all sizes together) (7+ instances only)]
cell	number
a222oi	17
nor2	82
inv	313
clkbuf	56
nand2	252
and2	143
a221oi	95
xor2	19
o21ai	87
edfxtp	576
and3	15
a22o	82
fa	264
mux4	160
a22oi	45
o21a	7
xnor2	35
nand4	35
ha	118
a21o	22
o22a	12
or3	7
nor4	9
a211oi	8
nand2b	15
a31oi	12
a21oi	97
o31ai	8
buf	97
nand3	83
nor3	17
o21bai	8
dfxtp	25
[through the flow]
step                utilization, %  instance area, um2  instances
floorplan                        -               37900       2875
global placement              59.6               44500       4333
detailed placement            59.6               44500       4333
CTS                           62.3               46600       4441
global route                  62.4               46600       4447
finish                        62.4               46600       4450
[state kept, by name (all words and copies together), names as in the netlist]
| signal | flops |
|---|---|
| count | 6 |
| f | 1 |
| req_out_buf | 1 |
| sum | 16 |
| input_buf | 512 |
| req_in_buf | 1 |
| calc_buf | 32 |
| last_calc | 32 |
[power groups by stage]
stage / registers [uW] / logic, uW / clock network (uW)
after global routing: 652 / 1650 / 548
after CTS: 652 / 1460 / 528
final: 651 / 1450 / 523
[final cells by class]
type                       count  area (um2)  share of cell area, %
antenna                        9        22.5                 0.0483
sequential                   601       17800                   38.2
clock buffer                  66        1480                   3.18
multi-input combinational   1807       18100                   38.9
tap                          969        1210                   2.60
clock inverter                42         554                   1.19
inverter                     314        1180                   2.53
timing repair buffer         642        6190                   13.3
Power and IR drop assume default switching activity.
